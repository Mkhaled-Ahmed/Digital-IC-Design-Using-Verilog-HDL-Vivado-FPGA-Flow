==> design/flow/design.v <==
module DSP48A1(A,B,Bcin,C,D,carryin,M,P,carryout,carryoutF,clk,opmode,ceA,ceB,ceC,cecarryin,ceD,ceM,ceopmode,ceP,rstA,rstB,rstC,rstcarryin,rstD,rstM,rstopmode,rstP,Bcout,Pcin,Pcout);
parameter A0REG = 0; 
parameter A1REG = 1;
parameter B0REG = 0; 
parameter B1REG = 1;
parameter CREG = 1;
parameter DREG = 1;
parameter MREG = 1;
parameter PREG = 1;
parameter CARRYINREG = 1;
parameter CARRYOUTREG = 1;
parameter OPMODEREG = 1;
parameter CARRYINSEL ="OPMODE5";
parameter B_INPUT ="DIRECT";
parameter RSTTYPE ="SYNC";
input [17:0]A,B,D;
input [47:0]C,Pcin;
input [17:0]Bcin;
input clk,carryin;
input [7:0]opmode;
input rstA,rstB,rstM,rstP,rstC,rstD,rstcarryin,rstopmode;
input ceA,ceB,ceM,ceP,ceC,ceD,cecarryin,ceopmode;
output [17:0]Bcout;
output [47:0]Pcout,P;
output [35:0]M;
output carryout,carryoutF;
wire [17:0]Bmux_out;
wire [17:0]A0REG_out,B0REG_out,DREG_out,A1REG_out,adder1,adder1_mux_out,B1REG_out;
wire [47:0]CREG_out,PREG_out;
wire [35:0]multiply_out,MREG_out;
wire carryin_MUX_out,CIN;
wire [7:0] opmode_reg_out;
wire [47:0]DAB_conc;
wire [47:0]Xmux_out,Zmux_out,adder2_out;
wire [35:0] M_buff ;
wire carry ;
reg [47:0]reg_X_temp,reg_Z_temp;
assign Bmux_out=(B_INPUT =="DIRECT")? B :(B_INPUT =="CASCADE")? Bcin:0;
sel_reg #(18,A0REG,RSTTYPE) _A0REG(A,clk,ceA,rstA,A0REG_out); 
sel_reg #(18,A1REG,RSTTYPE) _A1REG(A0REG_out,clk,ceA,rstA,A1REG_out); 
sel_reg #(18,B0REG,RSTTYPE) _B0REG(Bmux_out,clk,ceB,rstB,B0REG_out); 
sel_reg #(48,CREG,RSTTYPE) _CREG (C,clk,ceC,rstC,CREG_out); 
sel_reg #(18,DREG,RSTTYPE) _DREG (D,clk,ceD,rstD,DREG_out); 
sel_reg #(8,OPMODEREG,RSTTYPE) _OPMODEREG(opmode,clk,ceopmode,rstopmode,opmode_reg_out); 
assign adder1=(opmode_reg_out[6])? (DREG_out-B0REG_out) : (DREG_out+B0REG_out); 
assign adder1_mux_out=(opmode_reg_out[4])? adder1 : B0REG_out;
sel_reg #(18,B1REG,RSTTYPE) _B1REG(adder1_mux_out,clk,ceB,rstB,B1REG_out);  
assign Bcout=B1REG_out;
assign multiply_out=A1REG_out*B1REG_out;
sel_reg #(36,MREG,RSTTYPE) _MREG (multiply_out,clk,ceM,rstM,MREG_out); 
assign M_buff=MREG_out;
assign M = M_buff;
assign carryin_MUX_out=(CARRYINSEL =="OPMODE5")? opmode_reg_out[5]:(CARRYINSEL =="CARRYIN")? carryin : 0;
sel_reg #(1,CARRYINREG,RSTTYPE) _CYI(carryin_MUX_out,clk,cecarryin,rstcarryin,CIN);
always @(*) begin
    case (opmode_reg_out[1:0])
        0:reg_X_temp=0;
        1:reg_X_temp={12'b0,MREG_out};
        2:reg_X_temp=Pcout;
        3:reg_X_temp=DAB_conc;
    endcase
end
assign DAB_conc={DREG_out[11:0],A1REG_out,B1REG_out};
assign Xmux_out=reg_X_temp;
always @(*) begin
    case (opmode_reg_out[3:2])
        0:reg_Z_temp=0;
        1:reg_Z_temp=Pcin;
        2:reg_Z_temp=Pcout;
        3:reg_Z_temp=CREG_out;
    endcase
end
assign Zmux_out=reg_Z_temp;
assign {carry,adder2_out}=(opmode_reg_out[7])?(Zmux_out-(Xmux_out+carryin)):(Zmux_out+Xmux_out+carryin);
sel_reg #(48,PREG,RSTTYPE) _PREG (adder2_out,clk,ceP,rstP,P);
assign Pcout=P;
sel_reg #(1,CARRYOUTREG,RSTTYPE) _CARRYOUTREG (carry,clk,cecarryin,rstcarryin,carryout);
assign carryoutF=carryout;
assign Pcout=P;
endmodule
module sel_reg(D,clk,E,rst,out);
parameter size=18;
parameter z=1;
parameter RSTTYPE="SYNC";
input [size-1:0] D;
input clk,rst,E;
output [size-1:0]out;
reg [size-1:0]temp;
generate
    if (z) begin
        if(RSTTYPE=="SYNC")begin
            always @(posedge clk ) begin
                if(rst)temp<=0; 
                else if(E)temp<=D;
            end
        end
        else begin
            always @(posedge clk or posedge rst) begin
                if(rst)temp<=0;
                else if(E)temp<=D;
            end
        end
        assign out = temp;
    end
    else assign out=D;
endgenerate
endmodule
==> design/flow/run.sh <==
#!/bin/bash
# OpenROAD 26Q1-2900-gdf79404cd8, Yosys 0.63+post, stock flow scripts
make -C /OpenROAD-flow-scripts/flow DESIGN_CONFIG=/design/flow/config.mk WORK_HOME=/design/flow/orfs finish
==> design/flow/config.mk <==
export PLATFORM = sky130hd
export DESIGN_NAME = DSP48A1
export DESIGN_NICKNAME = DSP48A1
export VERILOG_FILES = /design/flow/design.v
export SDC_FILE = /design/flow/constraint.sdc
export NUM_CORES = 4
export LEC_CHECK = 1
export CORE_UTILIZATION = 50
==> design/flow/constraint.sdc <==
current_design DSP48A1

set clk_period 12.9
set clk_io_pct 0.2

create_clock -name clk0 -period $clk_period [get_ports {clk}]

set non_clock_inputs [all_inputs -no_clocks]
set_input_delay [expr $clk_period * $clk_io_pct] -clock clk0 $non_clock_inputs
set_output_delay [expr $clk_period * $clk_io_pct] -clock clk0 [all_outputs]
==> impl_results.rst <==
Metrics
=======

.. list-table::
   :header-rows: 1

   * - Metric
     - Value
   * - Post-synthesis compound-gate area fraction
     - 15.5%
   * - Max Transition Viols Final
     - 0
   * - Slew at the pin with the worst max-slew slack
     - 0.883 ns
   * - Global route overflow
     - 0
   * - Post-synthesis average cell area
     - ~8.3 um^2
   * - Switching share of total power
     - 42.3%
   * - Area growth from synthesis to final layout
     - 14.2%
   * - Total tool warning count
     - approximately 91
   * - DRC viols
     - 0
   * - Portion of total power attributed to the clock network
     - 20.7%
   * - Total detailed-routing wirelength
     - roughly 90,000 um
   * - Prevailing post-synth register cell
     - sky130_fd_sc_hd__dfxtp_1
   * - Endpoint class of the critical path
     - flip-flop
   * - Critical path type
     - reg -> reg
   * - Core Box Area
     - around 54,000 um^2
   * - Via count of the first global-routing pass
     - 24,100
   * - Largest fanout on the critical path
     - 12
   * - Max-Slew Margin vs Limit
     - 41.0%
   * - Yosys cell count
     - 3,317
   * - Share of final-layout standard cells stronger than drive strength 1
     - 5.90%
   * - GRT Total Usage
     - 33.8%
   * - Highest metal layer used by the detailed router
     - met5
   * - Root Driver
     - sky130_fd_sc_hd__clkbuf_16
   * - Leakage
     - between 10 and 15 nW
   * - RSZ-0062 raised after global routing
     - false
   * - Floorplan core density
     - 50.7%
   * - Top logic cell by instance count in the layout
     - sky130_fd_sc_hd__inv_1
   * - Total power per unit cell area
     - 84.6 nW/um^2
   * - Detailed-routed wire length on met2
     - 41,700 um
   * - Crit-path most repeated cell
     - sky130_fd_sc_hd__fa_1
   * - Post-synthesis instance total
     - 3,317
   * - Worst-path clk slew
     - 0.08 ns
   * - Per-cell via count in the routed design
     - 5.68
   * - Internal power component
     - between 0.0015 and 0.002 W
   * - Max-cap check violation count
     - 0
   * - Number of endpoints with negative hold slack in the final report
     - 0
   * - Status
     - completed
   * - Number of buffers and inverters on the critical path
     - 6
   * - Post-layout min period
     - around 7.1 ns
   * - Largest vdd supply drop
     - between 0.1 and 0.15 mV
   * - PortBufs
     - between 300 and 400
   * - Number of resized instances in the post-cts repair step
     - 0
   * - Clock buffer count from CTS
     - 17
   * - Sink Count
     - 194
   * - Count of nets left with antenna violations after detail routing
     - 0
   * - Num ports
     - approximately 350
   * - Worst Setup Start Kind
     - flip-flop
   * - Die Area
     - 55,800 um^2
   * - Switching power
     - roughly 0.0011 W
   * - Crit path cell chain
     - buf_4, and2_1, fa_1, inv_1, fa_1, fa_1, fa_1, inv_1, fa_1, inv_1, fa_1, inv_1, ha_1, inv_1, or3_1, o311a_1, o31ai_1, a21o_1, a211oi_1, o31ai_1, xnor2_1, o21ai_0
   * - Post-synth EDFFs
     - 0
   * - Highest-count cells in the layout ignoring fill and taps
     - 445 x sky130_fd_sc_hd__inv_1, 321 x sky130_fd_sc_hd__clkdlybuf4s50_1, 287 x sky130_fd_sc_hd__nor2_1, 284 x sky130_fd_sc_hd__nand2_1, 267 x sky130_fd_sc_hd__ha_1
   * - Core Rows
     - 85
   * - Async set-reset flop share out of synthesis
     - 0%
   * - Initial DRT Pass Iterations
     - 5
   * - Total setup buffers inserted after CTS
     - 0
   * - Chip area from the yosys synthesis statistics
     - 27,400 um^2
   * - Cell area after synthesis
     - 27,400 um^2
   * - Via count
     - roughly 24,000
   * - Number of synthesis warnings
     - 6
   * - Final Util
     - around 58%
   * - Worst-case clock skew
     - ~0.014 ns
   * - CP Data Required Time
     - 13.27 ns
   * - Wire length on met1
     - around 36,000 um
   * - Family of cells with the greatest summed delay on the critical path
     - adder cells
   * - Worst skew pair latency
     - 0.50 ns
   * - ANT cells
     - 0
   * - Share of the clock period used by the worst path
     - 55.2%
   * - Die outline width
     - around 240 um
   * - Max Clk Rate
     - 140 MHz
   * - CTS hold repair buffers
     - 0
   * - TritonCTS clock tree
     - done
   * - Wire length of the first global-routing pass
     - 138,000 um
   * - Area fraction in and, or, nand and nor cells after synthesis
     - 15.4%
   * - Post-DP HPWL
     - 69,200 um
   * - Arrival time of the worst setup path
     - roughly 7.5 ns
   * - Register share after synthesis
     - 14.2%
   * - Post-synth cell types
     - 78
   * - Area fraction in full adders, half adders and majority gates
     - 31.2%
   * - Proportion of power drawn by flip-flops and latches
     - 27.5%
   * - Worst hold-check path type
     - reg -> reg
   * - Synth mux share
     - 8.64%
   * - Initial antenna violation count
     - 2
   * - Highest cell delay on the worst timing path
     - between 0.6 and 0.7 ns
   * - Detailed-route wire length per cell
     - 21.3 um
   * - Detailed route wirelength on metal3
     - approximately 7400 um
   * - Combinational fraction of design power
     - 51.8%
   * - Largest combinational cell category by area
     - adder cells
   * - Number of H-tree branching levels
     - 4
   * - DRT iter0 DRCs
     - 1,244
   * - Number of buffers between clock root and the deepest sink
     - 2
   * - Number of flip-flops and latches in the synthesized netlist
     - 194
   * - Largest net degree at the start of global routing
     - approximately 64
   * - Weighted congestion at the end of routability-driven global placement
     - 0.942
   * - Crit path max-delay cell type
     - sky130_fd_sc_hd__dfxtp_1
   * - Setup TNS
     - 0 ns
   * - Die span in y
     - 236 um
   * - XOR Share, Synth
     - 4.47%
   * - Number of setup violations in the final report
     - 0
-- power by group through the flow --
stage / sequential [W] / clock [W] / combinational (W)
finish: 0.000729 / 0.000547 / 0.00137
global route: 0.000734 / 0.000580 / 0.00152
CTS: 0.000729 / 0.000560 / 0.00137
-- state kept, by name, summed over array words and instances, names as in the netlist --
signal and flops:
_CREG.temp 48, _CARRYOUTREG.temp 1, _A1REG.temp 18, _PREG.temp 48, _OPMODEREG.temp 7, _MREG.temp 36
_DREG.temp 18, _B1REG.temp 18
-- stage by stage --
stage                     area [um^2]  setup slack [ns]  hold slack (ns)  total power (W)  cells
final                           31300              5.78            0.484          0.00265   4169
after global routing            31300              5.40            0.507          0.00284   4169
after detailed placement        30700              5.42            0.478          0.00210   4138
after floorplan                 27400              6.51            0.421          0.00164   3317
after global placement          30700              5.40            0.469          0.00209   4138
after CTS                       31300              5.81            0.489          0.00266   4169
-- layer usage --
metal | GRT usage (%) | vias to the layer above
met5 | 0.693 | -
li1 | - | 11200
met2 | 55.0 | 999
met3 | 9.41 | 145
met4 | 9.45 | 4
met1 | 45.2 | 11400
-- cell type report --
type / count / area, um^2
clock buffers: 20 / 457
clock inverters: 11 / 92.6
fillers: 4701 / 22700
inverters: 446 / 1670
multi-input cells: 2419 / 20600
flip-flops and latches: 194 / 3890
well taps: 696 / 871
repair buffers: 383 / 3670
-- worst min-delay path, cell delays in order (launching register included) --
cell and delay (ns):
sky130_fd_sc_hd__dfxtp_1 0.32, sky130_fd_sc_hd__nor2_1 0.08, sky130_fd_sc_hd__nor3_1 0.05
-- synthesized netlist by cell type (4+ instances only) --
library cell                instances  area (um^2)
sky130_fd_sc_hd__a2111oi_0          6         52.6
sky130_fd_sc_hd__a211oi_1          48          360
sky130_fd_sc_hd__a21boi_0           8         60.1
sky130_fd_sc_hd__a21o_1            64          480
sky130_fd_sc_hd__a21oi_1          154          771
sky130_fd_sc_hd__a221oi_1           7         61.3
sky130_fd_sc_hd__a22o_1            68          596
sky130_fd_sc_hd__a22oi_1           20          150
sky130_fd_sc_hd__a311oi_1          13          114
sky130_fd_sc_hd__a31oi_1           12         75.1
sky130_fd_sc_hd__a41oi_1            5         43.8
sky130_fd_sc_hd__and2_1           143          895
sky130_fd_sc_hd__and3_1            13         81.3
sky130_fd_sc_hd__buf_1             28          105
sky130_fd_sc_hd__buf_4             67          503
sky130_fd_sc_hd__clkbuf_1         162          608
sky130_fd_sc_hd__dfxtp_1          194         3880
sky130_fd_sc_hd__fa_1             261         5230
sky130_fd_sc_hd__ha_1             267         3340
sky130_fd_sc_hd__inv_1            445         1670
sky130_fd_sc_hd__mux2_2            86          968
sky130_fd_sc_hd__mux2i_1          140         1400
sky130_fd_sc_hd__nand2_1          284         1070
sky130_fd_sc_hd__nand2b_1          23          144
sky130_fd_sc_hd__nand3_1           26          130
sky130_fd_sc_hd__nand3b_1           4         30.0
sky130_fd_sc_hd__nand4_1           18          113
sky130_fd_sc_hd__nor2_1           287         1080
sky130_fd_sc_hd__nor2b_1           30          188
sky130_fd_sc_hd__nor3_1            34          170
sky130_fd_sc_hd__nor3b_1            7         52.6
sky130_fd_sc_hd__nor4_1            12         75.1
sky130_fd_sc_hd__o211ai_1          14          105
sky130_fd_sc_hd__o21a_1            15          113
sky130_fd_sc_hd__o21ai_0           91          455
sky130_fd_sc_hd__o21ai_1            4         20.0
sky130_fd_sc_hd__o21bai_1          29          218
sky130_fd_sc_hd__o22ai_1           10         62.6
sky130_fd_sc_hd__o311ai_0           4         35.0
sky130_fd_sc_hd__o31ai_1           13         97.6
sky130_fd_sc_hd__or3_1             11         68.8
sky130_fd_sc_hd__or4_1              4         30.0
sky130_fd_sc_hd__xnor2_1          102          893
sky130_fd_sc_hd__xor2_1            38          333
-- worst paths after layout --
kind                                              startpoint                           end  slack [ns]  cells past startpoint
worst min-delay path            _B1REG.temp[13]$_SDFFE_PP0P_  _B1REG.temp[13]$_SDFFE_PP0P_        0.48                      2
worst max-delay path             _A1REG.temp[6]$_SDFFE_PP0P_   _MREG.temp[34]$_SDFFE_PP0P_        5.78                     22
worst max register to register   _A1REG.temp[6]$_SDFFE_PP0P_   _MREG.temp[34]$_SDFFE_PP0P_        5.78                     22
worst min register to register  _B1REG.temp[13]$_SDFFE_PP0P_  _B1REG.temp[13]$_SDFFE_PP0P_        0.48                      2
-- kinds of logic after synthesis --
| logic type | after synthesis |
|---|---|
| xor+xnor | 140 |
| compound gates | 619 |
| fa+ha+maj | 528 |
| flops | 194 |
| simple gates | 906 |
| buf+inv | 704 |
| mux | 226 |
Power figures rest on the tool's default switching activity, not on a simulated workload.
